--- flow/design.v ---
module DEC_mem #(
	parameter MEM_WIDTH = 32,
	parameter MEM_DEPTH = 64,
	parameter MEM_ADDRW = $clog2(MEM_DEPTH)
)
(
	input             		   i_clk,
	input             		   i_rst_n,
	input            		   i_wen,
	input  [ MEM_ADDRW-1 : 0 ] i_addr,
	input  [ MEM_WIDTH-1 : 0 ] i_wdata,
	output [ MEM_WIDTH-1 : 0 ] o_rdata
);
	reg  [ MEM_WIDTH-1 : 0 ] mem_r    [ 0 : MEM_DEPTH-1 ];
	reg  [ MEM_WIDTH-1 : 0 ] mem_w    [ 0 : MEM_DEPTH-1 ];
	reg  [ MEM_WIDTH-1 : 0 ] rdata_w, rdata_r ;
	wire [ MEM_ADDRW-1 : 0 ] vaddr	 ;
	integer i;
	assign o_rdata = rdata_r;
	assign vaddr = i_addr;
	always@(*) begin
		for(i=0; i<MEM_DEPTH; i=i+1) begin
			mem_w[i] = mem_r[i];
		end
		rdata_w = rdata_r;
		if(!i_wen) begin
			rdata_w = mem_r[vaddr];
		end else begin
			mem_w[vaddr] = i_wdata;
		end
	end
	always@(posedge i_clk or negedge i_rst_n) begin
		if(!i_rst_n) begin
			for(i=0; i<MEM_DEPTH; i=i+1) begin
				mem_r[i] <= { MEM_WIDTH { 1'b0 } };
			end
			rdata_r <= { MEM_WIDTH { 1'b0 } };
		end else begin
			for(i=0; i<MEM_DEPTH; i=i+1) begin
				mem_r[i] <= mem_w[i];
			end
			rdata_r <= #0 rdata_w;
		end
	end
endmodule
--- flow/run.sh ---
#!/bin/bash
# OpenROAD 26Q1-2900-gdf79404cd8, Yosys 0.63+post, stock flow scripts
make -C /OpenROAD-flow-scripts/flow DESIGN_CONFIG=/design/flow/config.mk WORK_HOME=/design/flow/orfs finish
--- flow/config.mk ---
export PLATFORM = sky130hd
export DESIGN_NAME = DEC_mem
export DESIGN_NICKNAME = DEC_mem
export VERILOG_FILES = /design/flow/design.v
export SDC_FILE = /design/flow/constraint.sdc
export NUM_CORES = 4
export LEC_CHECK = 1
export CORE_UTILIZATION = 50
--- flow/constraint.sdc ---
current_design DEC_mem

set clk_period 2.8
set clk_io_pct 0.2

create_clock -name clk0 -period $clk_period [get_ports {i_clk}]

set non_clock_inputs [all_inputs -no_clocks]
set_input_delay [expr $clk_period * $clk_io_pct] -clock clk0 $non_clock_inputs
set_output_delay [expr $clk_period * $clk_io_pct] -clock clk0 [all_outputs]
==> metrics.yaml <==
setup_path:
  timing.critical_path.mode_cell: "sky130_fd_sc_hd__buf_12"
  critical_path_maximum_fanout: 17
  worstPathCellList: "clkdlybuf4s50_1, buf_12, buf_12, nand2_1, buf_12, buf_4, nor3_4, buf_12, a22oi_1, and4_1, nand4_1, nor4_1, buf_4, a21oi_1"
  max_stage_delay_ns: 0.50
  cp-end-kind: "register"
  worstReg2RegEnd: "rdata_r[13]"
  required_ns: 3.59
  reg2reg_depth: 7
  worstSetupPathType: "in2reg"
  crit-reg2reg-launch: "mem_r[27][13]"
  cpMaxStageDelayCell: "sky130_fd_sc_hd__clkdlybuf4s50_1"
  startpoint_type: "input pin"
  critPathArrivalTime_ns: 3.60
  flop2flop_setup_slack_ns: 0.72
yosys:
  muxShareOfSynthArea_pct: 25.9
  ys_cells: 6540
  synthAoiAreaFrac_pct: 9.32
  synthesized_cell_area_sq_um: 89600
  async_flop_share_pct: 100
  synth_adder_area_share_pct: 0
  synth_instances: 6540
  synth.cellmix.simpleShare_pct: 3.61
  syn_avg_cell_area_sq_um: 13.7
  warning_count_from_the_yosys_run: 3
  yosys.cell_types.count: 55
  seq_area_frac_synth_pct: 58.1
  number_of_flops_mapped_to_enable_cells_by_yosys: 0
  largest_non_sequential_cell_family_by_area: "multiplexers"
  synth.yosys.chip_area_sq_um: 89600
  xor_share_pct: 0
  synth_flop_count: 2080
  dominantRegCellSynth: "sky130_fd_sc_hd__dfrtp_1"
final_timing:
  tightest_slew_ns: 0.775
  final_period_utilization_pct: 101
  final_clock_skew_ns: 0.0470
  fmax_mhz: 355
  post-route-worst-setup-slack_ns: -0.0151
  final_slew_viol_count: 0
  period_needed_ns: 2.82
  rsz_0062_raised_after_global_routing: "true"
  worst_hold_margin_ns: 0.221
  timing.final.hold_violations: 0
  worst_slew_margin_rel_pct: 48.1
  finalSetupViolations: 1
finish:
  layout-area-overhead-vs-synth_pct: 23.3
  layout-drive-gt1-share_pct: 48.4
  final-seq-area_sq_um: 52000
  comb_area_sq_um: 35800
  layout_top_cell: "sky130_fd_sc_hd__dfrtp_1"
  final_layout_top_logic_cells: "2080 x sky130_fd_sc_hd__dfrtp_1, 2036 x sky130_fd_sc_hd__mux2_2, 794 x sky130_fd_sc_hd__a22oi_1"
  filler_cell_count: 13259
  final_core_utilization_pct: 62.0
  stdcell_area_sq_um: 111000
run_status:
  violations_in_the_final_reports: "negative setup slack"
  outcome: "complete, but fails checks"
drt:
  drt_drc_violations_left: 0
  wl_um: 403000
  avgViaCountPerCell: 6.72
  first_iter_violations: 5672
  vias: 65489
  drtAntennaViolNets: 0
  drtPass1Iterations: 6
  wire_per_inst_um: 41.4
clock_tree:
  tritoncts_clock_tree: "built"
  clockBufferDepth: 3
  insertion_delay_ns: 0.91
  tritoncts.num_buffers: 215
  htreeDepth: 4
  cts_num_sinks: 2080
  clock_tree.root_cell: "sky130_fd_sc_hd__clkbuf_16"
  clk_pin_slew_worst_paths_ns: 0.06
global_routing:
  grt_use_total_pct: 47.9
  grt.overflow.total: 0
  initial_antenna_violation_count: 18
  number_of_global_route_vias_before_repair: 66015
  grt_first_pass_wirelength_um: 553000
  grt_start_max_net_pins: 131
min_path:
  hp-class: "in2async"
floorplanning:
  die-area_sq_um: 181000
  boundaryPins: 73
  chipWidth_um: 425
  std_cell_rows: 155
  die_h_um: 425
  initCoreUtil_pct: 50.3
  placeableCoreArea_sq_um: 178000
job:
  max_cap_viol_count: 0
  tool_warnings: 43
power_and_ir_drop:
  leakagePower_uw: 0.0511
  power.ir.vdd_worst_mv: 0.640
  power_density_nw_per_um2: 677
placement:
  gp_congestion: 1.01
  detailedPlacementHpwl_um: 272000
  postPlaceCellArea_sq_um: 103000
  dp_slack_ns: -0.895
  io_buffer_count: 72
-- state kept, by name, summed over array words and instances (netlist names) --
signal and count:
mem_r 2048, rdata_r 32
-- how the worst max path moves through the flow --
stage	end	start
6_report	rdata_r[31]	i_addr[2]
5_1_grt	mem_r[20][0]	i_addr[5]
4_1_cts	rdata_r[7]	i_addr[5]
-- timing repair --
item,in CTS,in global routing
gates resized,0,8
setup endpoints to repair,0,14
buffers inserted,0,2
hold buffers,1,0
hold endpoints to repair,286,0
-- critical path: cells and delay by family --
kind | cells | cell delay (ns)
buf+inv | 7 | 1.55
simple gates | 5 | 1.20
compound gates | 2 | 0.24
-- where the power goes --
part	total, uW	internal [uW]	switching [uW]
Clock	29300	16800	12600
Sequential	37300	34800	2490
Combinational	8160	4510	3660
-- cell type report --
cell class | instances | area share (%)
timing repair buffer | 1089 | 11.3
antenna | 25 | 0.0566
sequential | 2080 | 47.1
clock buffer | 339 | 5.89
multi-input combinational | 3798 | 32.4
tap | 2355 | 2.67
clock inverter | 53 | 0.645
inverter | 3 | 0.0113
-- stage by stage --
step                      std cells  total power, uW  setup TNS (ns)
after floorplan                6540            42200               0
after global placement         9322            45400         -909.67
after CTS                      9715            74900               0
after global routing           9718            77300        -0.00636
after detailed placement       9322            45800         -906.22
final                          9742            74800         -0.0151
-- kinds of logic after synthesis --
kind of cell	count (synthesis)
flops	2080
mux	2062
compound gates	1114
buf+inv	662
simple gates	622
-- metal layers --
layer / GRT usage [%] / vias to the layer above / wire length (um)
met1: 62.9 / 34315 / 144000
met4: 26.0 / 14 / 28800
li1: - / 25898 / -
met2: 63.9 / 4021 / 170000
met5: 0.106 / - / 169
met3: 28.0 / 1241 / 60600
-- synthesized netlist by cell type (all sizes together) (3+ instances only) --
master	count	area [sq um]
buf	289	1380
o21ai	14	70.1
or4b	5	50.1
clkbuf	370	1390
nor2	78	293
a32oi	3	26.3
o22ai	35	219
inv	3	11.3
mux2i	12	120
a22oi	794	5960
nor3	64	340
o32ai	3	26.3
nand2	172	646
nor4	45	282
nand3	71	355
nand2b	7	43.8
a221oi	84	736
and3	5	31.3
nand4	112	707
a21oi	78	390
or3	11	68.8
and4	12	105
a22o	84	736
a222oi	3	30.0
and2	4	25.0
nand4b	4	35.0
mux2	2050	23100
or4	18	139
dfrtp	2080	52000
o21ba	4	40.0
nor2b	6	37.5
Power and IR drop assume default switching activity.
